===== flow/config.mk =====
export PLATFORM = sky130hd
export DESIGN_NAME = ripple_carry_adder
export DESIGN_NICKNAME = ripple_carry_adder
export VERILOG_FILES = /design/flow/design.v
export SDC_FILE = /design/flow/constraint.sdc
export NUM_CORES = 4
export LEC_CHECK = 1
export CORE_AREA = 10 10 70 70
export DIE_AREA = 0 0 80 80

===== flow/constraint.sdc =====
current_design ripple_carry_adder

set clk_period 3.0
set clk_io_pct 0.2

create_clock -name clk0 -period $clk_period

set non_clock_inputs [all_inputs -no_clocks]
set_input_delay [expr $clk_period * $clk_io_pct] -clock clk0 $non_clock_inputs
set_output_delay [expr $clk_period * $clk_io_pct] -clock clk0 [all_outputs]

===== flow/run.sh =====
#!/bin/bash
# OpenROAD 26Q1-2900-gdf79404cd8, Yosys 0.63+post, stock flow scripts
make -C /OpenROAD-flow-scripts/flow DESIGN_CONFIG=/design/flow/config.mk WORK_HOME=/design/flow/orfs finish

===== flow/design.v =====
`timescale 1ns/1ps
module ripple_carry_adder ( output [3:0] S,
							output C,
							input [3:0] x, y,
							input c);
	assign {C, S} = x + y + c;
endmodule

==> results.yml <==
# synthesis and place-and-route metrics
grt:
  grt_overflow: 0
  grt.total_usage_pct: 1.552
  grt_pass1_wl_um: 800
  grt_max_degree: 4
  first_global_vias: 157
  antenna_found_initial: 0
pwr:
  p_per_area_mw_per_mm2: 163.1
  p_leak_nw: 0.1370
  peakVddDrop_v: 0.00001910
  total_power_mw: 0.05593
flow_run:
  max_cap_viol_count: 0
  warning_count: 35
worst_setup_path:
  cp_top_family: "buffers and inverters"
  cp-start-kind: "primary input"
  cp_num_buf_inv: 3
  worst-path-max-fanout: 2
  cp.arrival_ns: 2.26
  cp_slowest_stage_delay_ns: 0.49
  path_cells: "clkdlybuf4s50_1 -> inv_1 -> fa_2 -> nor2b_1 -> o21ai_1 -> nand2b_1 -> clkdlybuf4s50_1"
  cp_slowest_cell: "clkdlybuf4s50_1"
  crit_type: "in2out"
  crit_path_frequent_cell: "clkdlybuf4s50_1"
  cp.required_ns: 2.40
  end_kind: "output port"
finish:
  clock_buffers: 0
  flop_area_um2: 0
  final_design_area_no_fill_um2: 342.8
  areaGrowthSynthToFinish_pct: 138.3
  comb_area_um2: 133.9
  fillers: 398
  drive_gt1_share_pct: 10.00
  seq_cells: 0
routing:
  postRouteAntennaNets: 0
  drc_errors: 0
  via_per_inst: 1.974
  wl_per_cell_um: 6.592
  num_antenna_cells: 0
  routed-via-count: 150
  routed_wl_um: 501
  drtIter0Drc: 2
  drtPass1Iterations: 2
clocking:
  postCtsSetupBuffers: 0
floorplanning:
  floorplanUtilization_pct: 4.212
  core_area_mm2: 0.003416
  chip_area_mm2: 0.006400
  die_width_um: 80
  die_h_um: 80
  num_io_pins: 14
  placement_rows: 21
final_timing:
  maxSlewViolCount: 0
  setup_viol: 0
  rsz0062_at_grt: "false"
  period_minus_slack_ns: 2.857
  fin_crit_sh_pct: 95.22
  tightest_slew_ns: 0.1409
  max_freq_ghz: 0.3501
  final_hold_viol_count: 0
  slew_headroom_pct: 90.54
  hold_slack_ns: 2.064
synthesis:
  synth.most_common_cell: "inv_1"
  yosysTopAreaCell: "fa_1"
  syn_area_per_cell_um2: 8.993
  ys_top_cells_by_count: "inv_1 (4), ha_1 (3), fa_1 (2), xnor2_1 (2)"
  ys_seq_share_pct: 0
  synth_area_um2: 143.9
  area_leaders: "fa_1 (28%), ha_1 (26%), xnor2_1 (12%), inv_1 (10%), a21oi_2 (6.1%)"
  syn-instance-count: 16
  yosys_area_um2: 143.9
  synth_cell_types: 9
  synth_top_area_share_pct: 27.83
  ys_cells: 16
  yosysWarnings: 0
hold_path:
  min-delay-start: "y[0]"
  hold_path.class: "in2out"
  holdPathEnd: "S[0]"
  whs_path_depth: 3
place:
  place_area_um2: 341.6
  portBuffers: 14
  globalplace.congestion: 0.7764
  dp_hpwl_um: 487.8
status:
  status: "finished, final reports clean"
## layout make-up
class	count	share of cell area [%]
Inverter	4	4.380
Tap cell	46	16.79
Multi-Input combinational cell	12	39.05
Timing Repair Buffer	14	39.78
## layer usage
| metal | global-route usage (%) | vias to the layer above | routed length, um |
|---|---|---|---|
| met5 | 0 | - | 0 |
| li1 | - | 78 | - |
| met4 | 0 | 0 | 0 |
| met3 | 1.477 | 0 | 150 |
| met2 | 2.087 | 12 | 147 |
| met1 | 1.863 | 60 | 203 |
## per-stage QoR
step	cells	util (%)	setup TNS, ns	worst slack (ns)
floorplan	16	-	0	0.8805
global placement	76	10.00	-0.1979	-0.06813
detailed placement	76	10.00	-0.2801	-0.1072
CTS	76	10.04	0	0.1100
global route	76	10.04	0	0.04623
finish	76	10.04	0	0.1433
## tightest hold or removal path, stage by stage
cell	delay (ns)
dlygate4sd2_1	0.22
fa_2	0.19
clkdlybuf4s50_1	0.45
## cells by family (layout without fill, tap and decap cells)
group	after synthesis	in the layout	share of synthesized area, %
AND-OR/OR-AND	3	3	14.78
XOR/XNOR	2	2	12.18
adder cells (fa/ha/maj)	5	5	53.92
buffers and inverters	4	18	10.43
AND/OR/NAND/NOR	2	2	8.701
## layout by cell type, fill, tap and decap left out
master,Yosys,layout
inv_1,4,4
a21oi_2,1,1
fa_2,0,2
dlygate4sd2_1,0,3
ha_1,3,3
clkdlybuf4s50_1,0,11
xnor2_1,2,2
o21ai_1,0,1
nor2b_1,1,1
a21o_1,1,1
nand2b_1,1,1
## what timing repair did
action | in CTS | in global routing
gates resized | 6 | 0
setup endpoints to repair | 4 | 0
hold buffers | 0 | 0
## worst max path at each step
stage	from	end	slack, ns	cells past startpoint
CTS	y[1]	C	0.11	7
global route	y[1]	C	0.05	7
finish	y[1]	C	0.14	7
## where the power goes
part / leakage [nW] / internal, mW / total [mW] / switching [mW]
sequential: 0 / 0 / 0 / 0
clock: 0 / 0 / 0 / 0
combinational: 0.137 / 0.0396 / 0.0559 / 0.0164
Power is estimated from default activity; no workload was simulated.
